[config.mk]
export PLATFORM = sky130hd
export DESIGN_NAME = Alu
export DESIGN_NICKNAME = Alu
export VERILOG_FILES = /design/flow/design.v
export SDC_FILE = /design/flow/constraint.sdc
export NUM_CORES = 4
export LEC_CHECK = 1
export CORE_AREA = 10 10 100 100
export DIE_AREA = 0 0 110 110
[constraint.sdc]
current_design Alu

set clk_period 1.0
set clk_io_pct 0.2

create_clock -name clk0 -period $clk_period [get_ports {clk}]

set non_clock_inputs [all_inputs -no_clocks]
set_input_delay [expr $clk_period * $clk_io_pct] -clock clk0 $non_clock_inputs
set_output_delay [expr $clk_period * $clk_io_pct] -clock clk0 [all_outputs]
[design.v]
module Alu #(parameter operand_width=3) (clk,rst_n,A,B,opcode,Result);
input wire clk;
input wire rst_n;
input wire [operand_width-1:0] A;
input wire [operand_width-1:0] B;
input wire [3:0] opcode;
output reg [(2*operand_width)-1:0] Result;
always@(posedge clk,negedge rst_n) begin
	if(!rst_n) begin
		Result <=6'b0;
	end
	else begin
		case(opcode)
			4'b0000: Result <= A + B ;
			4'b0001: Result <= A - B ;
			4'b0011: Result <= A * B ;		
			4'b0010: Result <= A &  B ;	
			4'b0110: Result <= A |  B ;	
			4'b0111: Result <= A ^  B ;	
			4'b0101: Result <= ~(A & B);		
			4'b1100: Result <= ~(A | B);		
			4'b0101: Result <= ~(A ^ B);		
			4'b1100: Result <= A >> B ;		
			4'b1101: Result <= A << B ;		
			4'b1111: Result <= {A , B } ;		
			default: Result <=	0;		
		endcase 	
	end
	end
endmodule
[run.sh]
#!/bin/bash
# OpenROAD 26Q1-2900-gdf79404cd8, Yosys 0.63+post, stock flow scripts
make -C /OpenROAD-flow-scripts/flow DESIGN_CONFIG=/design/flow/config.mk WORK_HOME=/design/flow/orfs finish
==> run summary <==
run status: finished, violations left
violations in the final reports: setup timing
antenna-violating nets left: 0
smallest setup slack after layout: -905 ps
clock-pin slew reported for the worst setup and hold paths after clock tree synthesis: 30 ps
sequential share of the synthesized area: 13.3%
via-per-instance ratio: 4.12
final hold viol count: 0
internal power consumption: 0.960 mW
Largest register FFs: 6
post-synthesis instance area: 1130 sq um
total of hold buffers inserted after clock tree synthesis: 0
core utilization at floorplan: 14.5%
final setup TNS: -3720 ps
fraction of registers with async set or reset after synthesis: 100%
H-tree levels: 1
number of DRC violations after detailed routing: 0
Adder-Cell Fraction of Synth Area: 24.1%
layout filler cell count: 799
number of vias in the routed layout: 1204
number of placement rows: 32
maximum clock frequency: 0.525 GHz
count of flip-flops with a built-in enable after synthesis: 0
unrepaired setup endpoints after global routing: true
die footprint: 12100 sq um
tool warnings: 36
standard cell core area: 7810 sq um
switching portion of total power: 32.3%
number of port buffers: 17
Worst-Margin Slew: 301 ps
Psw: 0.458 mW
Ys Warns: 1
and+or+nand+nor area frac: 19.8%
Synth Area in Compound Gates: 27.3%
total wirelength of the detailed-routed design: 3.52 mm
fraction of layout instances using a drive strength above 1: 52.6%
share of synthesized area spent on multiplexers: 2.65%
number of pins exceeding their max-slew limit in the final report: 0
Root Driver: sky130_fd_sc_hd__clkbuf_8
main flop type: sky130_fd_sc_hd__dfrtp_1
vertical die dimension: 110 microns
proportion of power drawn by the clock network: 24.2%
number of standard cells reported by yosys: 128
pin count of the biggest net entering global routing: 17
number of unique standard cell types used by synthesis: 48
setup violation total in the final timing report: 6
first drt pass iteration count: 4
dpl hpwl: 2.83 mm
category of the critical setup timing path: in -> reg
most frequently placed logic cells in the final layout: sky130_fd_sc_hd__buf_4 (37), sky130_fd_sc_hd__buf_6 (10), sky130_fd_sc_hd__nand2_1 (9), sky130_fd_sc_hd__ha_4 (9), sky130_fd_sc_hd__nand3_1 (8)
Sink Count: 6
yosys-reported design area after synthesis: 1130 sq um
Data arrival, critical path: 1980 ps
most frequent standard cell in the layout excluding fill and tap cells: sky130_fd_sc_hd__buf_4
combinational group share of total power: 56.3%
Top Registers: Result (6)
top logic cell family in the synthesized netlist: AND-OR/OR-AND gates
clock tree from TritonCTS: built
overall routing resource usage: 5.80%
RD Place Congestion: 0.880
flops out of synthesis: 6
number of global-route vias before repair: 1192
number of antenna violations at the first check in global routing: 0
Max FO, Critical Path: 2
post-synthesis xor/xnor area fraction: 3.09%
area delta synth->final: 82.3%
P per Cell Area: 687 nW/um^2
remaining global-route overflow: 0
Lkg Pwr: 0.849 nW
final cycle utilization of the critical path: 191%
clock buffer depth: 2
worst ir drop on vdd: 363 uV
Mean Syn Cell Area: 8.85 sq um
top-level port count: 18
CP endpoint kind: flop
clock buffer count from CTS: 3
global-route wire length before repair: 5.80 mm
Post-Syn Instances: 128
Startpoint Class: input port
sequential cell fraction of total power: 19.5%
top register by number of flip-flops: Result
worst-case setup slack after placement: -1520 ps
average wire per cell in the routed design: 12.0 microns
endpoint required time on the critical path: 1080 ps
DRC marker count from the first detailed-route iteration: 82
die outline width: 110 microns
Antenna diodes: 0
Hold Crit Class: in -> async
Slew HR: 79.8%
max capacitance violation total: 0
Final Critical Period: 1910 ps
synth_stat cells, drive strengths merged, types with 2 or more instances:
master	n	area share, %
fa	3	5.3
o21bai	3	2.0
nor4	3	2.8
nor3	2	0.88
a22oi	3	2.0
buf	6	5.6
nor2	9	3.0
dfrtp	6	13
mux2i	3	2.7
a31oi	2	1.1
inv	12	4.2
ha	17	19
and2	2	1.3
o21ai	2	0.88
nand2	10	3.3
xnor2	3	2.3
o211ai	5	3.8
nor3b	2	1.8
nand3	8	3.5
a21oi	5	2.2
a2bb2oi	2	1.5
o32ai	2	1.5
layout make-up:
type,count,area (sq um),share of cell area (%)
multi-input cells,104,1080,52.5
inverters,12,71.3,3.45
well taps,102,128,6.18
clock buffers,3,41.3,2.00
flip-flops and latches,6,150,7.27
repair buffers,65,591,28.6
cell families after synthesis:
logic type	after synthesis
buffers and inverters	18
and+or+nand+nor	39
adders and majority gates	20
AOI/OAI and AO/OA	38
DFF	6
muxes	3
xor gates and xnor gates	4
metrics by stage:
| stage | area [sq um] | std cells | hold WS (ps) | util [%] | power, mW |
|---|---|---|---|---|---|
| 2_1_floorplan | 1210 | 128 | -95.6 | - | 0.614 |
| 5_1_grt | 2060 | 292 | 261 | 26.4 | 1.52 |
| 3_5_place_dp | 1750 | 278 | 458 | 22.4 | 0.937 |
| 3_3_place_gp | 1750 | 278 | 451 | 22.4 | 0.938 |
| 4_1_cts | 1940 | 292 | 229 | 24.9 | 1.35 |
| 6_report | 2060 | 292 | 219 | 26.4 | 1.42 |
power by group through the flow:
stage | clock network, mW | registers, mW | logic, mW
CTS | 0.353 | 0.277 | 0.718
global route | 0.366 | 0.280 | 0.874
finish | 0.343 | 0.276 | 0.798
metal layers:
metal	up-vias	routed length [microns]	track usage [%]
met4	0	16	0.0929
met2	21	1530	8.21
met3	2	100	0.999
met1	576	1870	9.36
li1	605	-	-
met5	-	0	0
path summary, 6_finish.rpt:
| check | depth (start not counted) | slack [ps] | from | to |
|---|---|---|---|---|
| setup / recovery | 10 | -910 | B[1] | Result[4] |
| hold / removal | 1 | 220 | rst_n | Result[1] |
| max in group asynchronous | 1 | 580 | rst_n | Result[5] |
| min in group clk0 | 5 | 520 | B[1] | Result[3] |
critical path, stage by stage:
cell	delay, ps
sky130_fd_sc_hd__buf_8	100
sky130_fd_sc_hd__ha_4	150
sky130_fd_sc_hd__xnor2_2	170
sky130_fd_sc_hd__ha_4	230
sky130_fd_sc_hd__ha_4	160
sky130_fd_sc_hd__fa_2	350
sky130_fd_sc_hd__xor2_1	160
sky130_fd_sc_hd__a22oi_1	200
sky130_fd_sc_hd__a2bb2oi_2	150
sky130_fd_sc_hd__o211ai_1	100
what timing repair did:
action,in CTS,in global routing
endpoints found under the setup margin,12,6
gates resized,59,25
buffers inserted,11,0
pin swaps,17,16
Power figures rest on the tool's default switching activity, not on a simulated workload.
