<file path="flow/run.sh">
#!/bin/bash
# OpenROAD 26Q1-2900-gdf79404cd8, Yosys 0.63+post, stock flow scripts
make -C /OpenROAD-flow-scripts/flow DESIGN_CONFIG=/design/flow/config.mk WORK_HOME=/design/flow/orfs finish
</file>
<file path="flow/config.mk">
export PLATFORM = sky130hd
export DESIGN_NAME = Register_File
export DESIGN_NICKNAME = Register_File
export VERILOG_FILES = /design/flow/design.v
export SDC_FILE = /design/flow/constraint.sdc
export NUM_CORES = 4
export LEC_CHECK = 1
export CORE_UTILIZATION = 50
</file>
<file path="flow/constraint.sdc">
current_design Register_File

set clk_period 7.0
set clk_io_pct 0.2

create_clock -name clk0 -period $clk_period [get_ports {clk}]

set non_clock_inputs [all_inputs -no_clocks]
set_input_delay [expr $clk_period * $clk_io_pct] -clock clk0 $non_clock_inputs
set_output_delay [expr $clk_period * $clk_io_pct] -clock clk0 [all_outputs]
</file>
<file path="flow/design.v">
module Register_File(
input wire [31:0] WD3,
input wire [4:0] A1,
input wire [4:0] A2,
input wire [4:0] A3,
input wire       rst,
input wire       clk,
input wire       WE3,
output reg [31:0] RD1,
output reg [31:0] RD2
    );
reg [31:0] register_file [31:0];
integer i;
always @(posedge clk , negedge rst)
begin
    if(!rst)
    begin
        for (i =0;i<32;i=i+1)
        begin
            register_file[i]<=32'b0;
        end
    end
    else
    begin
        if(WE3 && A3 != 5'b0)
        begin
            register_file[A3]<=WD3;
        end
    end
end
always @(*) 
begin
    RD1=register_file[A1];
    RD2=register_file[A2];
end
endmodule
</file>
==> reports/qor.yml <==
outcome:
  status: "completed"
final_layout:
  final_area_sq_um: 60000
  reg.largest.list: "register_file x1024"
  syn_to_final_growth_pct: 16.0
  n_fill_cell: 8365
  largest_reg_flops: 1024
  utilization_pct: 58.7
  final_cells: 6013
  drive_gt1_share_pct: 36.1
  regMostFlops: "register_file"
critical_path:
  r2r_start: "register_file[30][14]"
  r2r_end: "register_file[30][14]"
  path_max_fanout: 22
  startpoint_type: "input pin"
  end_kind: "primary output"
  endpoint: "RD1[13]"
  critical_path_class: "input pin to primary output"
  reg2reg_depth: 1
  cp.required_ns: 5.60
  rrSetupSlack_ns: 6.07
  cp_data_arrival_time_ns: 5.17
  critPathLaunch: "A1[2]"
clock_network:
  cts_max_level: 3
  clockBufferDepth: 3
  cts_hold_buf: 0
  clock_sinks: 1024
  clk_pin_slew_ns: 0.06
  cts_tree: "done"
  root_buffer: "clkbuf_16"
  numCtsBuffers: 110
  post_cts_buffers: 0
  cts_resized: 0
  clk_latency_ns: 0.73
sta:
  relSlewSlack_pct: 8.21
  final_hold_viol_count: 0
  maxSlewViolCount: 0
  finalSetupTns_ns: 0
  finalSetupViolCount: 0
  fin_skew_ns: 0
  rsz0062_at_grt: "false"
  worst_slew_pin_slew_ns: 1.37
  post-route-period-util_pct: 93.9
  max_freq_mhz: 152
  period_needed_ns: 6.57
route:
  first_pass_iters: 8
  antenna_left: 0
  drc: 0
  vias: 47400
  totalWireLength_mm: 290
  drt-vias-per-instance: 7.88
  wl_per_cell_um: 48.2
  initialDrtViolationCount: 6363
yosys:
  ys.flops: 1024
  ys_types: 70
  netlist_instances: 4389
  synthArstFlopShare_pct: 100
  syn-mean-instance-area_sq_um: 11.8
  yosys.stat.seqShare_pct: 49.6
  synth.top_cell.area_share_pct: 49.6
  ys.warnings.count: 2
  synth.largest_area_cell: "dfrtp_1"
  yosys_area_sq_um: 51700
  netlist_area_sq_um: 51700
  flop_cell: "dfrtp_1"
  synth-edff-count: 0
  ys_cells: 4389
  topCellsByArea: "dfrtp_1 (50%), mux2_2 (22%), a22oi_1 (10%), buf_2 (1.8%), clkbuf_1 (1.5%)"
die:
  rows: 117
  die_w_um: 323
  dieHeight_um: 323
  design.die.area_sq_um: 105000
  pin_count: 114
  fp_util_pct: 50.6
  core_sq_um: 102000
placed_design:
  globalplace.congestion: 1.12
  dp_hpwl_mm: 186
  numPortBuffers: 113
  dp.cells: 5765
  place_area_sq_um: 56000
global_route:
  globalRouteTotalUtil_pct: 58.6
  grt_overflow: 0
  grt_pass1_wl_mm: 391
  grt_start_max_net_pins: 117
  antenna_found_initial: 25
  grt_pass1_vias: 45700
worst_hold_path:
  holdCritPathClass: "flip-flop to flip-flop"
job:
  tool_warnings: 43
  cap_violations: 0
pwr:
  leakagePower_nw: 26.1
  vdd_ir_drop_max_mv: 0.277
  total_power_mw: 17.1
  power_density_nw_per_um2: 286
==> cell type report <==
class,instances,area [sq um],area share [%]
diodes,44,110,0.184
clock buffers,163,3310,5.51
clock inverters,41,558,0.931
inverters,5,18.8,0.0313
multi-input cells,2909,24600,41.0
flip-flops and latches,1024,25600,42.7
well taps,1368,1710,2.85
repair buffers,459,4070,6.79
==> critical path, cell delays in order <==
cell and delay (ns):
buf_2 0.24, buf_4 0.44, nand3b_1 0.46, nor2_4 1.18
buf_4 0.31, buf_4 0.17, a222oi_1 0.11, a31oi_1 0.31
clkdlybuf4s50_1 0.52
==> synth_stat cells (6+ instances only) <==
| master | count |
|---|---|
| a2111oi_0 | 9 |
| a211oi_1 | 7 |
| a21oi_1 | 75 |
| a221o_1 | 6 |
| a221oi_1 | 28 |
| a222oi_1 | 26 |
| a22o_1 | 55 |
| a22oi_1 | 700 |
| a31oi_1 | 29 |
| a32oi_1 | 27 |
| and2_1 | 9 |
| and3_1 | 11 |
| and4_1 | 11 |
| buf_1 | 45 |
| buf_2 | 184 |
| buf_4 | 17 |
| clkbuf_1 | 202 |
| dfrtp_1 | 1024 |
| mux2_1 | 8 |
| mux2_2 | 1009 |
| mux2i_1 | 61 |
| nand2_1 | 195 |
| nand2b_1 | 17 |
| nand3_1 | 45 |
| nand3b_1 | 9 |
| nand4_1 | 92 |
| nor2_1 | 165 |
| nor2_2 | 25 |
| nor2b_1 | 17 |
| nor3_1 | 75 |
| nor4_1 | 21 |
| o2111ai_1 | 7 |
| o211ai_1 | 10 |
| o21ai_0 | 34 |
| o22a_1 | 9 |
| o22ai_1 | 20 |
| o2bb2ai_1 | 6 |
| o32a_1 | 10 |
| or3_1 | 9 |
==> power by group <==
part	leakage, nW	switching (mW)	internal, mW
Clock	1.90	2.57	3.73
Sequential	13.1	1.16	7.03
Combinational	11.0	1.29	1.34
Total	26.1	5.03	12.1
==> cells in the final DEF, fill, tap and decap left out, drive strengths merged, types with 11 or more instances in the layout <==
master,n
a21oi,75
a221oi,28
a222oi,26
a22o,55
a22oi,700
a31oi,29
a32oi,27
and3,11
and4,11
buf,357
bufinv,13
clkbuf,163
clkdlybuf4s50,102
clkinv,19
dfrtp,1024
diode,44
mux2,1017
mux2i,61
nand2,196
nand2b,17
nand3,45
nand4,92
nor2,192
nor2b,17
nor3,79
nor4,22
o21ai,35
o22ai,20
==> through the flow <==
stage | setup WS (ns) | hold slack [ns]
after global placement | 0.890 | 0.388
after CTS | 0.793 | 0.405
after detailed placement | 0.795 | 0.391
after global routing | 0.489 | 0.411
final | 0.430 | 0.403
after floorplan | 2.75 | 0.451
==> routing by layer <==
| layer | global-route usage, % | vias up | routed length [um] |
|---|---|---|---|
| met4 | 39.5 | 26 | 26500 |
| met5 | 4.17 | - | 547 |
| met3 | 41.7 | 1642 | 51900 |
| met1 | 72.2 | 23800 | 99000 |
| li1 | - | 17100 | - |
| met2 | 72.5 | 4784 | 112000 |
==> worst min-delay path by stage <==
stage                                 from                   end  slack [ns]  depth (start not counted)
final                  register_file[0][6]   register_file[0][6]        0.40                          0
after global routing  register_file[0][23]  register_file[0][23]        0.41                          0
after CTS             register_file[0][20]  register_file[0][20]        0.40                          0
==> kinds of logic (layout without fill, tap and decap cells) <==
family / Yosys count / in the layout / share of synthesized area (%)
AND-OR/OR-AND: 1090 / 1090 / 15.8
multiplexers: 1083 / 1083 / 23.6
flip-flops: 1024 / 1024 / 49.6
buffers and inverters: 456 / 668 / 3.93
other: 0 / 44 / 0
AND/OR/NAND/NOR: 736 / 736 / 7.12
Power is estimated from default activity; no workload was simulated.
