$ cat config.mk
export PLATFORM = sky130hd
export DESIGN_NAME = ALU
export DESIGN_NICKNAME = ALU
export VERILOG_FILES = /design/flow/design.v
export SDC_FILE = /design/flow/constraint.sdc
export NUM_CORES = 4
export LEC_CHECK = 1
export CORE_UTILIZATION = 30
$ cat run.sh
#!/bin/bash
# OpenROAD 26Q1-2900-gdf79404cd8, Yosys 0.63+post, stock flow scripts
make -C /OpenROAD-flow-scripts/flow DESIGN_CONFIG=/design/flow/config.mk WORK_HOME=/design/flow/orfs finish
$ cat constraint.sdc
current_design ALU

set clk_period 16.9
set clk_io_pct 0.2

create_clock -name clk0 -period $clk_period

set non_clock_inputs [all_inputs -no_clocks]
set_input_delay [expr $clk_period * $clk_io_pct] -clock clk0 $non_clock_inputs
set_output_delay [expr $clk_period * $clk_io_pct] -clock clk0 [all_outputs]
$ cat design.v
module ALU(
input wire [2:0]   ALU_Control,
input wire  [31:0] Src_A,
input wire  [31:0] Src_B,
output reg  [31:0] ALUResult
    );
always @(*)
begin
    case (ALU_Control)
    3'b000: ALUResult = Src_A+ Src_B;
    3'b001: ALUResult = Src_A-Src_B;
    3'b010: ALUResult =Src_A & Src_B;
    3'b011: ALUResult =Src_A | Src_B;
    3'b100: ALUResult =(Src_A<Src_B)?32'b1:32'b0;
        default: ALUResult=32'b0;
    endcase
end
endmodule
==> metrics.yaml <==
status:
  status: "finished, final reports clean"
global_routing:
  antenna_found_initial: 0
  track_usage: 0.1807
  grt_pass1_wl_um: 25940
  grt_pass1_vias: 5175
  overflow: 0
  grt_max_degree: 67
final_timing:
  rsz0062_at_grt: "no"
  period_used_share: 0.6383
  holdWs_ps: 7722
  slew_headroom: 0.5439
  worst_slew_pin_slew_ps: 675.5
  max_freq_mhz: 92.70
  setup_ws_ps: 6113
  hold_violations: 0
  setup-violations-final: 0
  post-route-min-period_ps: 10790
  final.setup.tns_ps: 0
  slew_violations: 0
power:
  p_leak_nw: 2.823
  power.switching_mw: 0.1022
  power.density_nw_per_um2: 30.80
  combPwrFrac: 1.000
  switching_share: 0.5494
  peakVddDrop_mv: 0.01363
  clockPowerShare: 0
  internal_power_mw: 0.08387
  seqPwrFrac: 0
cells_and_area:
  flops: 0
  regArea_um2: 0
  lay_top_cells: "inv_1, ha_1, clkdlybuf4s50_1"
  instances_no_fill: 1045
  fill_cells: 1835
  drive_above_1_share: 0.02667
  lay_top_count: "inv_1"
  n_clock_buffer: 0
  area_delta_synth_final_pct: 19.91
  mi_logic_area_um2: 4339
drt:
  drt_pre_antenna_iters: 5
  detail_route.wl_per_cell_um: 14.98
  ant_nets: 0
  vias: 5389
  routed_via_density: 5.157
  drc_errors: 0
  finalWirelength_um: 15660
  drt-initial-drc-count: 414
  insertedDiodeCount: 0
floorplan:
  rows: 47
  die_h_um: 131.6
  core_area_um2: 16470
  fp.dieW_um: 131.6
  initial_core_util: 0.3061
  die_area_um2: 17320
  ioPinCount: 99
place:
  port_buffers: 99
  place.gp.congestion: 0.9257
  hpwl_um: 12500
  pre_cts_ws_ps: 6221
  dpl.cell_count: 1045
clock_tree:
  ctsHoldBuffers: 0
  postCtsSetupBuffers: 0
  cts_resized: 0
worst_setup_path:
  cp_data_arrival_time_ps: 7410
  crit_buf_inv: 3
  slowest_stage: "clkdlybuf4s50_1"
  slowest_delay_ps: 570
  cp-start-kind: "input port"
  crit_chain: "clkdlybuf4s50_1 > inv_1 > ha_1 > a211o_1 > a211oi_1 > nor3_1 > o2111a_1 > nor4_1 > o31ai_1 > a2111oi_0 > a31oi_1 > a21oi_1 > clkdlybuf4s50_1"
  required_ps: 13520
  path_common_cell: "clkdlybuf4s50_1"
  crit_path_max_fanout: 4
  critPathTopFamily: "AND-OR/OR-AND gates"
  critPathKind: "input port to primary output"
  crit_path_end_kind: "primary output"
logic_synthesis:
  ys_cells: 760
  ys_types: 71
  syn_inst: 760
  avgSynthCellArea_um2: 6.631
  ys_area_um2: 5040
  ys_seq_share: 0
  yosys_warnings: 1
  netlist_area_um2: 5040
flow_run:
  warning_count: 101
  drv_cap: 0
worst_hold_path:
  hold_class: "input port to primary output"
[kinds of logic after synthesis]
logic type               share of synthesized area
multiplexers                               0.01837
buffers and inverters                       0.1390
AND/OR/NAND/NOR                             0.2023
AND-OR/OR-AND                               0.3486
adder cells (fa/ha/maj)                     0.2587
XOR/XNOR                                   0.03302
[metrics by stage]
stage          area [um2]  power, mW  utilization
6_report             6043     0.1861       0.3670
2_1_floorplan        5040     0.1233            -
4_1_cts              6043     0.1857       0.3670
3_5_place_dp         6043     0.1840       0.3670
3_3_place_gp         6043     0.1857       0.3670
5_1_grt              6043     0.2069       0.3670
[cell type report]
class / instances / area share
Inverter: 108 / 0.06708
Multi-Input combinational cell: 613 / 0.7180
Tap cell: 220 / 0.04555
Timing Repair Buffer: 104 / 0.1694
[Yosys cell counts, types with 9 or more instances]
library cell / number / share of area
nor3_1: 23 / 0.023
inv_1: 108 / 0.080
a31oi_1: 15 / 0.019
a21o_1: 12 / 0.018
a21oi_1: 92 / 0.091
o21bai_1: 10 / 0.015
o211ai_1: 13 / 0.019
a211oi_1: 24 / 0.036
nand2_1: 38 / 0.028
ha_1: 101 / 0.25
nand2b_1: 9 / 0.011
clkbuf_1: 22 / 0.016
nor2_1: 89 / 0.066
xnor2_1: 14 / 0.024
o21ai_0: 45 / 0.045
[metal layers]
metal | vias up | routed length (um) | share of wire | GRT usage
li1 | 2823 | - | - | -
met1 | 2409 | 7887 | 0.50 | 0.2765
met2 | 149 | 6901 | 0.44 | 0.2919
met3 | 8 | 820 | 0.052 | 0.01103
met4 | 0 | 49 | 0.0031 | 0.005814
met5 | - | 0 | 0 | 0
[final timing paths]
check,from,to,slack [ps],cells past startpoint
worst max-delay path,Src_A[1],ALUResult[25],6110,13
worst min-delay path,ALU_Control[0],ALUResult[5],7720,4
[power groups by stage]
stage         combinational (mW)  sequential [mW]  clock (mW)
global route               0.207                0           0
finish                     0.186                0           0
CTS                        0.186                0           0
Power is estimated from default activity; no workload was simulated.
